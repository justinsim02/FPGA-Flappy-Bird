==> /design/flow/design.v <==
module clock_divider (clock, reset, divided_clocks);
	input logic reset, clock;
	output logic [31:0] divided_clocks = 0;
	always_ff @(posedge clock) begin
		divided_clocks <= divided_clocks + 1;
	end
endmodule 
==> /design/flow/run.sh <==
#!/bin/bash
# OpenROAD 26Q1-2900-gdf79404cd8, Yosys 0.63+post, stock flow scripts
make -C /OpenROAD-flow-scripts/flow DESIGN_CONFIG=/design/flow/config.mk WORK_HOME=/design/flow/orfs finish
==> /design/flow/config.mk <==
export PLATFORM = sky130hd
export DESIGN_NAME = clock_divider
export DESIGN_NICKNAME = clock_divider
export VERILOG_FILES = /design/flow/design.v
export SDC_FILE = /design/flow/constraint.sdc
export NUM_CORES = 4
export LEC_CHECK = 1
export CORE_UTILIZATION = 30
==> /design/flow/constraint.sdc <==
current_design clock_divider

set clk_period 4.4
set clk_io_pct 0.2

create_clock -name clk0 -period $clk_period [get_ports {clock}]

set non_clock_inputs [all_inputs -no_clocks]
set_input_delay [expr $clk_period * $clk_io_pct] -clock clk0 $non_clock_inputs
set_output_delay [expr $clk_period * $clk_io_pct] -clock clk0 [all_outputs]
==> results.yml <==
# synthesis and place-and-route metrics
power:
  vdd_drop_max_mv: 0.1557
  p_int_uw: 414.2
  p_per_area_nw_per_um2: 292.0
  switching_share_pct: 19.82
  power_frac_seq_pct: 56.1
  p_comb_share_pct: 0
  clock_power_share_pct: 43.9
  p_leak_nw: 0.7095
  p_sw_uw: 102.4
synth:
  ys_seq_share_pct: 48.58
  ys_warn_count: 1
  synthCells: 127
  yosys_area_um2: 1319
  syn_area_per_cell_um2: 10.38
  ys_cells: 127
  ys_types: 24
  synthesis.area_um2: 1319
  ys_ff: 32
critical_path:
  cp.buffers_inverters: 1
  cp.required_ns: 3.52
  crit_family: "buffers and inverters"
  cp_slowest_cell: "clkdlybuf4s50_1"
  critical_path_class: "flop to output port"
  crit_chain: "clkdlybuf4s50_1"
  path_max_fanout: 6
  startpoint_type: "flop"
  arrival_ns: 1.21
  crit_path_end_kind: "output port"
  r2r_setup_slack_ns: 2.56
  cpPeakStageDelay_ns: 0.50
final_layout:
  syn_to_final_growth_pct: 34.16
  largest_registers: "divided_clocks x32"
  nFillCells: 374
  largest_reg_flops: 32
  drive_above_1_share_pct: 11.04
  final_core_util_pct: 42.99
  largest-register: "divided_clocks"
timing:
  fmax_mhz: 477.5
  fin_skew_ns: 0.005987
  finalSetupTns_ns: 0
  worstMarginPinSlew_ns: 0.5704
  timing.final.crit_period_ns: 2.094
  whs_ns: 0.4483
  post-route-period-util_pct: 47.59
  setup_viol: 0
  maxSlewViolCount: 0
  maxSlewHeadroom_pct: 61.87
  hold_viol: 0
  grt_setup_unrepaired: "no"
global_route:
  antenna_found_initial: 0
  grt_overflow_total: 0
  met2_usage_pct: 16.42
  use_met1_pct: 16.12
  grt_busiest_layer: "met2"
  grt_max_degree: 12
  grt_pass1_vias: 865
  grt_util_met3_pct: 2.872
  grt_use_total_pct: 10.95
  grt_pass1_wl_mm: 3.843
die:
  num_rows: 23
  chip_area_um2: 4665
  dieHeight_um: 68.30
  die_x_um: 68.30
  coreArea_um2: 4115
  floorplan.core_util_pct: 32.05
  io_pins: 34
cts:
  cts_buffer_depth: 2
  cts_resized: 0
  cts_root_buffer: "clkbuf_8"
  cts_buffers: 5
  cts_tree: "done"
  worstSkewPairLatency_ns: 0.28
  clkSinkCount: 32
  postCtsSetupBuffers: 0
  clk_pin_slew_ns: 0.07
  postCtsHoldBufs: 0
  htree_levels: 2
place:
  place_hpwl_mm: 1.675
  io_buffers: 32
  finalWeightedCongestion: 0.7412
routing:
  drt-total-wl_mm: 2.414
  remaining_drc_errors: 0
  first_pass_iters: 3
  insertedDiodeCount: 0
  drt_iter0_markers: 8
  drt-vias-per-instance: 4.563
  vias: 972
  post_drt_wl_per_cell_um: 11.33
  ant_nets: 0
worst_hold_path:
  hold_path.class: "flop to flop"
flow_run:
  warning_count: 26
  cap_viol_max_count: 0
status:
  status: "complete, no violations"
## cells by family (layout without fill, tap and decap cells)
| group | count (synthesis) | count (layout) | share of synthesized area, % |
|---|---|---|---|
| flip-flops | 32 | 32 | 48.58 |
| adder cells (fa/ha/maj) | 1 | 1 | 0.9486 |
| XOR/XNOR | 30 | 30 | 19.92 |
| AND/OR/NAND/NOR | 55 | 55 | 27.23 |
| buffers and inverters | 9 | 45 | 3.321 |
## power by group through the flow
| stage | Sequential (mW) | Clock [mW] | Combinational, mW |
|---|---|---|---|
| 5_1_grt | 0.289 | 0.249 | 0.000000401 |
| 6_report | 0.290 | 0.227 | 0.000000401 |
| 4_1_cts | 0.290 | 0.235 | 0.000000401 |
## cell usage in the layout, fill, tap and decap left out, types with 2 or more instances in the layout
cell	netlist	routed
clkbuf_8	0	6
nor4_1	4	4
and3_1	2	2
nand3_1	10	10
nor3_1	4	4
nor2_1	6	6
nor4_2	5	5
inv_1	5	5
dfxtp_1	32	32
nand2_1	9	9
xnor2_1	10	10
nand4_1	3	3
and4_1	4	4
clkdlybuf4s50_1	0	32
xor2_1	20	20
nand3_2	2	2
clkinv_2	0	2
## cell type report
cell class	instances	area, µm²	area share (%)
timing repair buffer	32	320.3	18.10
inverter	5	18.77	1.061
clock inverter	2	10.01	0.5658
sequential	32	640.6	36.21
tap	50	62.56	3.536
clock buffer	6	82.58	4.668
multi-input combinational	86	634.4	35.86
## cell usage after synthesis
library cell | count | area (µm²)
nor4_1 | 4 | 25.02
nor2_1 | 6 | 22.52
ha_1 | 1 | 12.51
or2_2 | 1 | 6.260
and4_1 | 4 | 35.03
xor2_1 | 20 | 175.2
dfxtp_1 | 32 | 640.6
buf_2 | 2 | 10.01
nand2_1 | 9 | 33.78
buf_1 | 1 | 3.750
nor3_1 | 4 | 20.02
nand4_1 | 3 | 18.77
inv_1 | 5 | 18.77
nor3b_1 | 1 | 7.510
or3_4 | 1 | 11.26
or3_1 | 1 | 6.260
nor4_4 | 1 | 21.27
nand2b_1 | 1 | 6.260
nand3_2 | 2 | 20.02
buf_6 | 1 | 11.26
nor4_2 | 5 | 62.56
nand3_1 | 10 | 50.05
and3_1 | 2 | 12.51
xnor2_1 | 10 | 87.58
## through the flow
step / cells / worst slack (ns) / instance area [µm²] / power [mW]
4_1_cts: 213 / 2.288 / 1769 / 0.5245
3_5_place_dp: 205 / 2.525 / 1677 / 0.2961
6_report: 213 / 2.306 / 1769 / 0.5166
2_1_floorplan: 127 / 2.825 / 1319 / 0.2961
5_1_grt: 213 / 2.223 / 1769 / 0.5388
3_3_place_gp: 205 / 2.570 / 1677 / 0.2961
## path summary, 6_finish.rpt
kind | start | endpoint | cells after the start
worst max-delay path | divided_clocks[2]$_DFF_P_ | divided_clocks[2] | 1
worst min-delay path | divided_clocks[0]$_DFF_P_ | divided_clocks[0]$_DFF_P_ | 1
worst max register to register | divided_clocks[0]$_DFF_P_ | divided_clocks[24]$_DFF_P_ | 5
worst min register to register | divided_clocks[0]$_DFF_P_ | divided_clocks[0]$_DFF_P_ | 1
## routing by layer
layer | vias up | wire [µm]
li1 | 502 | -
met3 | 4 | 143
met1 | 438 | 1204
met5 | - | 0
met2 | 28 | 1045
met4 | 0 | 21
Power figures rest on the tool's default switching activity, not on a simulated workload.
